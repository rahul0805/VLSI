==> ./design.v <==
`timescale 1ns / 1ps
module half(a,b,s,c);
input a,b;
output s,c;
xor(s,a,b);
and(c,a,b);
endmodule
module full(a,b,c,s,c1);
input a,b,c;
output s,c1;
wire p,q,r;
xor g1(p,a,b);
xor g2(s,p,c);
and g3(q,p,c);
and g4(r,a,b);
or g5(c1,q,r);
endmodule
module wallace(x,y,z);
input [3:0]x,y;
output [7:0]z;
wire [3:0] p0,p1,p2,p3;
wire [11:0]s,c;
assign p0 = x& {4{y[0]}};
assign p1 = x& {4{y[1]}};
assign p2 = x& {4{y[2]}};
assign p3 = x& {4{y[3]}};
half g1(p0[1],p1[0],s[0],c[0]);
full g2(p0[2],p1[1],p2[0],s[1],c[1]);
full g3(p0[3],p1[2],p2[1],s[2],c[2]);
half g4(p2[2],p1[3],s[3],c[3]);
half g5(c[0],s[1],s[4],c[4]);
full g6(c[1],s[2],p3[0],s[5],c[5]);
full g7(c[2],p3[1],s[3],s[6],c[6]);
full g8(c[3],p3[2],p2[3],s[7],c[7]);
half g9(c[4],s[5],s[8],c[8]);
full g10(c[8],c[5],s[6],s[9],c[9]);
full g11(c[9],c[6],s[7],s[10],c[10]);
full g12(c[10],p3[3],c[7],s[11],c[11]);
assign z[0]=p0[0];
assign z[1]=s[0];
assign z[2]=s[4];
assign z[3]=s[8];
assign z[4]=s[9];
assign z[5]=s[10];
assign z[6]=s[11];
assign z[7]=c[11];
endmodule
==> ./run.sh <==
#!/bin/bash
# OpenROAD 26Q1-2900-gdf79404cd8, Yosys 0.63+post, stock flow scripts
make -C /OpenROAD-flow-scripts/flow DESIGN_CONFIG=/design/flow/config.mk WORK_HOME=/design/flow/orfs finish
==> ./config.mk <==
export PLATFORM = sky130hd
export DESIGN_NAME = wallace
export DESIGN_NICKNAME = wallace
export VERILOG_FILES = /design/flow/design.v
export SDC_FILE = /design/flow/constraint.sdc
export NUM_CORES = 4
export LEC_CHECK = 1
export CORE_AREA = 10 10 70 70
export DIE_AREA = 0 0 80 80
==> ./constraint.sdc <==
current_design wallace

set clk_period 5.5
set clk_io_pct 0.2

create_clock -name clk0 -period $clk_period

set non_clock_inputs [all_inputs -no_clocks]
set_input_delay [expr $clk_period * $clk_io_pct] -clock clk0 $non_clock_inputs
set_output_delay [expr $clk_period * $clk_io_pct] -clock clk0 [all_outputs]
==> results.yml <==
# implementation run metrics
pwr:
  intPower_uw: 34.09
  vdd_drop_max_mv: 0.02933
  comb_power_share: 1.000
  power.leakage_uw: 0.0002768
  powerDensity_nw_per_um2: 89.40
  pwr-share-clk: 0
  switching_share: 0.3404
  seq_power_share: 0
  p_sw_uw: 17.59
layout:
  ff_latch_area_um2: 0
  stdcell_area_um2: 578.1
  area.growth.synth_to_final_pct: 49.03
  layout-drive-gt1-share: 0.2727
  fin_cells: 101
  design.seq.count: 0
  fin_util: 0.1692
  nClkBuffers: 0
  fillCellCount: 395
global_routing:
  grt_usage: 0.02768
  grt_pass1_wl_um: 1483
  grt_overflow_total: 0
  grt_pass1_vias: 313
  grt_max_degree: 5
  antenna_found_initial: 0
yosys:
  top_cell: "and2_1"
  top_cells_by_count: "and2_1 (14), fa_1 (8), inv_1 (8), buf_4 (7), ha_1 (4)"
  synth-seq-area-share: 0
  synth_top_cell_by_area: "fa_1"
  ys_cells: 43
  synth_area_per_cell_um2: 9.020
  yosysChipArea_um2: 387.9
  syn_area_um2: 387.9
  synthCells: 43
  top_area_frac: 0.4129
  ys_warn_count: 0
  top_cells_by_area: "fa_1 (41%), and2_1 (23%), buf_4 (14%), ha_1 (13%), inv_1 (7.7%)"
  synth_cell_type_count: 6
worst_setup_path:
  cp.required_ns: 4.40
  slowest_delay_ns: 0.53
  cp-start-kind: "input port"
  worstPathMaxFanout: 3
  cp_slowest_cell: "fa_2"
  cp.arrival_ns: 4.05
  crit_path_end_kind: "output port"
  crit_chain: "dlygate4sd2_1 > and2_4 > fa_1 > fa_1 > ha_2 > fa_2 > fa_2 > clkdlybuf4s50_1"
  critPathKind: "in -> out"
floorplanning:
  ios: 16
  rows: 21
  dieWidth_um: 80
  chipArea_um2: 6400
  core_util_floorplan: 0.1136
  fp.dieH_um: 80
  core_area_um2: 3416
routing:
  vias: 275
  vias_per_cell: 2.723
  postRouteAntennaNets: 0
  first_iter_violations: 8
  routed_wl_um: 822
  dr.pass1.iters: 3
  antenna-diode-count: 0
  wl_per_cell_um: 8.139
  drc: 0
final_timing:
  worstMarginPinSlew_ns: 0.1192
  post-route-period-util: 0.9367
  finalHoldViolCount: 0
  grt_setup_unrepaired: "false"
  maxSlewViolCount: 0
  period_needed_ns: 5.152
  relSlewSlack: 0.9205
  fmaxAchievable_mhz: 194.1
  finalSetupViolCount: 0
clock_network:
  cts_hold_buf: 0
  post-cts-setup-buffers: 0
place:
  place_congestion: 0.7402
  place_area_um2: 575.6
  hpwl_um: 771.8
  port_buffers: 16
  placedCellCount: 101
run:
  warning_count: 32
  maxCapViolCount: 0
outcome:
  run_status: "finished, final reports clean"
hold_path:
  hold_path.class: "in -> out"
metal layers:
metal,GRT usage,up-vias,share of wire
met5,0,-,0
met2,0.03451,14,0.26
met4,0,0,0
met1,0.04108,119,0.54
li1,-,142,-
met3,0.01705,0,0.20
final timing paths:
| kind | startpoint | to | slack (ns) | depth (start not counted) |
|---|---|---|---|---|
| worst max-delay path | y[0] | z[5] | 0.35 | 8 |
| worst min-delay path | x[3] | z[6] | 2.98 | 6 |
layout by cell type, fill, tap and decap left out, types with 2 or more instances in the layout:
cell type / instances
and2_1: 11
clkdlybuf4s50_1: 8
inv_1: 7
fa_1: 5
and2_4: 3
fa_2: 3
ha_1: 3
dlygate4sd2_1: 3
clkbuf_2: 3
buf_4: 3
nand2_1: 2
final cells by class:
class / instances / area, um2 / area share
multi-input cells: 28 / 322.8 / 0.5584
repair buffers: 19 / 167.7 / 0.2900
well taps: 46 / 57.56 / 0.09957
inverters: 8 / 30.03 / 0.05195
metrics by stage:
stage	power [uW]	setup WS [ns]	hold WS [ns]	TNS (ns)
after floorplan	32.01	0.5186	2.272	0
after global placement	53.94	-0.4434	3.225	-0.6133
after detailed placement	53.49	-0.4263	3.235	-0.5835
after CTS	55.02	0.06006	3.031	0
after global routing	60.93	0.1865	3.051	0
final	51.68	0.3484	2.982	0
critical path: cells and delay by family:
family | cells | cell delay, ns
buffers and inverters | 2 | 0.72
and+or+nand+nor | 1 | 0.16
adders and majority gates | 5 | 2.07
power by group through the flow:
stage     Sequential, uW  Clock, uW  Combinational, uW
4_1_cts                0          0               55.0
5_1_grt                0          0               60.9
6_report               0          0               51.7
kinds of logic after synthesis:
group | after synthesis | share of synthesized area
buffers and inverters | 15 | 0.2129
adder cells (fa/ha/maj) | 12 | 0.5419
AND/OR/NAND/NOR | 16 | 0.2452
timing repair:
item                                    CTS  global route
endpoints found under the setup margin    3             1
gates resized                            18             6
pin swaps                                 6             5
Power is estimated from default activity; no workload was simulated.
