## design/flow/design.v

```verilog
`timescale 1ns / 1ps
module eight_bit_LAC(a,b,c_in,S,c_out);
input [5:0] a,b;
input c_in;
output [7:0] S;
output c_out;
wire c_out_0;
wire [7:0] c,d;
assign c[5:0] = a[5:0];
assign d[5:0] = b[5:0];
assign c[7:6] = 2'b00;
assign d[7:6] = 2'b00;
four_lac C0(c[3:0],d[3:0],1'b0,S[3:0],c_out_0);
four_lac C1(c[7:4],d[7:4],c_out_0,S[7:4],c_out);
endmodule
`timescale 1ns / 1ps
module four_lac(a,b,ci,s,c1);
input [3:0]a,b;
input ci;
output [3:0]s;
output c1;
wire [3:0]G,P,C;
wire [3:0]w;
assign G=a&b;
assign P=a^b;
assign C[0]=ci;
assign C[1]=G[0] | ( P[0] & ci );
assign C[2] = G[1] | ( P[1] & G[0] ) | ( P[1] & P[0] & ci );
assign C[3] = G[2] | ( P[2] & G[1] ) | ( P[2] & P[1] & G[0] ) | ( P[2] & P[1] & P[0] & ci );
assign c1=  G[3] | ( P[3] & G[2] ) | ( P[3] & P[2] & G[1] ) | ( P[3] & P[2] & P[1] & G[0] ) | ( P[3] & P[2] & P[1] & P[0] & ci );
assign s=P^C;
endmodule
```

## design/flow/config.mk

```make
export PLATFORM = sky130hd
export DESIGN_NAME = eight_bit_LAC
export DESIGN_NICKNAME = eight_bit_LAC
export VERILOG_FILES = /design/flow/design.v
export SDC_FILE = /design/flow/constraint.sdc
export NUM_CORES = 4
export LEC_CHECK = 1
export CORE_AREA = 10 10 70 70
export DIE_AREA = 0 0 80 80
```

## design/flow/run.sh

```bash
#!/bin/bash
# OpenROAD 26Q1-2900-gdf79404cd8, Yosys 0.63+post, stock flow scripts
make -C /OpenROAD-flow-scripts/flow DESIGN_CONFIG=/design/flow/config.mk WORK_HOME=/design/flow/orfs finish
```

## design/flow/constraint.sdc

```tcl
current_design eight_bit_LAC

set clk_period 3.5
set clk_io_pct 0.2

create_clock -name clk0 -period $clk_period

set non_clock_inputs [all_inputs -no_clocks]
set_input_delay [expr $clk_period * $clk_io_pct] -clock clk0 $non_clock_inputs
set_output_delay [expr $clk_period * $clk_io_pct] -clock clk0 [all_outputs]
```

==> results.toml <==
# implementation run metrics
[outcome]
run_status = "finished clean"

[worst_setup_path]
worstSetupEndpoint = "S[4]"
crit_path_end_kind = "output pin"
crit_required_ps = 2800
critPathMaxStageDelay_ps = 520
path_common_cell = "clkdlybuf4s50_1"
startpoint_type = "primary input"
worst-path-max-fanout = 3
path_delay_family = "buffers and inverters"
number_of_logic_stages_on_the_critical_path_including_buffering = 6
worst_path_max_delay_cell = "fa_2"
arrival_ps = 2730
critical_path.n_buffers_inverters = 2
crit_path_cell_trace = "clkdlybuf4s50_1, ha_1, a41oi_2, o21ai_2, fa_2, clkdlybuf4s50_1"
setup.worst_path.start = "a[3]"
setup.worst_path.class = "primary input to output pin"

[cells_and_area]
fin_area_um2 = 498
num-clock-buffers = 0
area.sequential_um2 = 0
syn_to_final_growth_pct = 108
ff_count = 0
layout_cells_sized_above_1_pct = 13.3

[detailed_routing]
detailed_route_iter0_violations = 3
dr_total_vias = 245
detail_route.wl_per_cell_um = 8.12
number_of_optimization_iterations_in_the_first_detailed_route_pass = 3
antenna_violating_nets_post_route = 0
detail_route.vias_per_cell = 2.69
post-route-drc-count = 0
antenna_cells_inserted = 0
wirelength_routed_um = 739

[synthesis]
synthesis.instances = 26
yosys.area.top_type_share_pct = 31.4
top_cells_by_area = "ha_1 (31%), fa_1 (17%), inv_1 (7.9%)"
yosys_warnings = 0
yosysUniqueCellTypes = 13
yosys.area.top_type = "ha_1"
top_cells_by_count = "ha_1 (6), inv_1 (5)"
ys_seq_share_pct = 0
synth.most_common_cell = "ha_1"
yosys-stat-area_um2 = 239
avgSynthCellArea_um2 = 9.19
synth_stat.cells = 26
post_synthesis_instance_area_um2 = 239

[die]
std_cell_rows = 21
floorplanUtilization_pct = 7.00
floorplan.core_area_um2 = 3420
fp.dieArea_um2 = 6400
chipHeight_um = 80
design.portCount = 22
die_w_um = 80

[place]
post_dp_cell_area_um2 = 475
place.gp.congestion = 0.770
place_hpwl_um = 666
dp_slack_ps = -3.96
port_buffers = 19

[power]
cell_pwr_density_nw_per_um2 = 150
maximum_ir_drop_on_the_vdd_rail_v = 0.0000529
power.leakage_nw = 0.203

[global_routing]
grt_pass1_wl_um = 1170
first_global_vias = 248
grt_max_degree = 5
grt_antenna_before_repair = 0
grt_usage_pct = 2.15
grt.overflow.total = 0

[final_timing]
achievable-frequency_mhz = 291
worst_slack_ps = 65.4
timing.final.setup_violations = 0
final-max-slew-violation-count = 0
final-hold-violation-count = 0
unrepaired_setup_endpoints_after_global_routing = "false"
finalClockPeriodUsage_pct = 98.1
layout_min_cycle_time_ps = 3430

[min_path]
worst_hold_path.num_cells = 3
timing.hold.worst.class = "primary input to output pin"
hp-start = "b[0]"

[flow_run]
openroad.warnings = 33
maxCapViolations = 0
==> area by class of cell <==
| cell class | count | area [um^2] |
|---|---|---|
| Tap cell | 46 | 57.6 |
| Timing Repair Buffer | 20 | 198 |
| Fill cell | 386 | 2920 |
| Multi-Input combinational cell | 20 | 224 |
| Inverter | 5 | 18.8 |
==> worst min-delay path, stage by stage <==
cell and delay [ps]:
clkdlybuf4s50_1 460, ha_1 110, clkdlybuf4s50_1 470
==> cell usage in the layout, fill, tap and decap left out <==
cell type / instances
a21o_1: 1
a21o_2: 1
a21oi_1: 2
a31o_1: 1
a41oi_2: 1
buf_4: 1
clkdlybuf4s50_1: 19
conb_1: 2
fa_1: 1
fa_2: 1
ha_1: 5
ha_4: 1
inv_1: 5
o21ai_2: 1
xnor2_1: 2
xor2_1: 1
==> cell families after synthesis <==
| family | synth area share [%] |
|---|---|
| compound gates | 25.1 |
| xor+xnor | 11.0 |
| fa+ha+maj | 48.2 |
| buf+inv | 14.1 |
| other cells | 1.57 |
==> repair_timing <==
item	in CTS	in global routing
endpoints found under the setup margin	1	2
pin swaps	1	2
hold buffers	0	0
buffers inserted	0	1
resized	0	2
==> report_power, final <==
part	switching (mW)	internal (mW)	total, mW
Clock	0	0	0
Combinational	0.0226	0.0520	0.0746
Sequential	0	0	0
Total	0.0226	0.0520	0.0746
==> metal layers <==
| layer | track usage [%] | vias up | part of all wire (%) |
|---|---|---|---|
| met3 | 1.36 | 0 | 18 |
| met1 | 2.79 | 103 | 51 |
| met5 | 0 | - | 0 |
| li1 | - | 123 | - |
| met4 | 0 | 0 | 0 |
| met2 | 3.13 | 19 | 31 |
==> per-stage QoR <==
stage | std cells | total power [mW] | hold WS, ps | TNS, ps | utilization (%)
floorplan | 27 | 0.0252 | 1470 | 0 | -
global placement | 90 | 0.0712 | 2480 | 0 | 13.9
detailed placement | 90 | 0.0718 | 2460 | -3.96 | 13.9
CTS | 90 | 0.0727 | 2480 | 0 | 13.9
global route | 91 | 0.0830 | 2510 | 0 | 14.6
finish | 91 | 0.0746 | 2450 | 0 | 14.6
==> how the worst min path moves through the flow <==
stage,to,slack (ps)
after global routing,S[0],2510
final,S[0],2450
after CTS,S[0],2480
Power is estimated from default activity; no workload was simulated.
