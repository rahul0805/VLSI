===== design/flow/run.sh =====
#!/bin/bash
# OpenROAD 26Q1-2900-gdf79404cd8, Yosys 0.63+post, stock flow scripts
make -C /OpenROAD-flow-scripts/flow DESIGN_CONFIG=/design/flow/config.mk WORK_HOME=/design/flow/orfs finish

===== design/flow/config.mk =====
export PLATFORM = sky130hd
export DESIGN_NAME = eight
export DESIGN_NICKNAME = eight
export VERILOG_FILES = /design/flow/design.v
export SDC_FILE = /design/flow/constraint.sdc
export NUM_CORES = 4
export LEC_CHECK = 1
export CORE_AREA = 10 10 70 70
export DIE_AREA = 0 0 80 80

===== design/flow/constraint.sdc =====
current_design eight

set clk_period 3.5
set clk_io_pct 0.2

create_clock -name clk0 -period $clk_period

set non_clock_inputs [all_inputs -no_clocks]
set_input_delay [expr $clk_period * $clk_io_pct] -clock clk0 $non_clock_inputs
set_output_delay [expr $clk_period * $clk_io_pct] -clock clk0 [all_outputs]

===== design/flow/design.v =====
`timescale 1ns / 1ps
module eight(a,b,c_in,S,c_out);
input [5:0] a,b;
input c_in;
output [7:0] S;
output c_out;
wire c_out_0;
wire [7:0] c,d;
assign c[5:0] = a[5:0];
assign d[5:0] = b[5:0];
assign c[7:6] = 2'b00;
assign d[7:6] = 2'b00;
four C0(c[3:0],d[3:0],1'b0,S[3:0],c_out_0);
four C1(c[7:4],d[7:4],c_out_0,S[7:4],c_out);
endmodule
`timescale 1ns / 1ps
module four(a,b,ci,s,c1);
input [3:0]a,b;
input ci;
output [3:0]s;
output c1;
wire [0:2]d;
bit_adder g1(a[0],b[0],ci,s[0],d[0]);
bit_adder g2(a[1],b[1],d[0],s[1],d[1]);
bit_adder g3(a[2],b[2],d[1],s[2],d[2]);
bit_adder g4(a[3],b[3],d[2],s[3],c1);
endmodule
`timescale 1ns / 1ps
module bit_adder(a,b,c,s,c1);
input a,b,c;
output s,c1;
wire p,q,r;
xor g1(p,a,b);
xor g2(s,p,c);
and g3(q,p,c);
and g4(r,a,b);
or g5(c1,q,r);
endmodule
module shift(s,a,b,clk,rst,c);
input [3:0] a,b;
input clk,rst;
output reg [3:0] s;
output reg c;
reg [3:0]t1,t2,t3;
reg car;
reg [2:0]i;
wire [1:0]p;
bit_adder g1(t1[0],t2[0],car,p[0],p[1]);
always @(posedge clk or posedge rst)
begin
if(rst==1)
begin 
t1 <= a;
t2 <= b;
t3 <= 0;
car <= 0;
i <= 0;
end
else
begin
car <= p[1]; 
t3[3:0] <= {p[0],t3[3:1]};
t2[3:0] <= {t2[0],t2[3:1]};
t1[3:0] <= {t1[0],t1[3:1]};
i <= i+1;
if(i==4)
begin
c <= car;
s <= t3;
end
end
end
endmodule

==> out/qor.yml <==
setup_path:
  slowest_delay_ns: 0.42
  required_ns: 2.80
  cp_cell_sequence: "buf_6 > ha_4 > fa_2 > fa_2 > fa_2 > fa_2 > inv_2 > fa_2 > inv_2 > buf_6"
  crit_fanout: 1
  arrival_ns: 2.95
  crit_path_end_kind: "primary output"
  crit_type: "primary input to primary output"
  crit_top_cell: "fa_2"
  worst_path_max_delay_cell: "fa_2"
  startpoint_type: "primary input"
drt:
  via_count: 148
  dr_wl_met3_um: 90
  dr.pass1.iters: 2
  antenna_cells: 0
  routed_wl_um: 618
  met2RoutedLength_um: 181
  vias_per_cell: 1.90
  wl_met1_um: 346
  wl_per_cell_um: 7.92
  drt_iter0_drc: 1
  routed.top_layer: "met3"
  ant_nets: 0
  drc: 0
cells_and_area:
  drive_above_1_share_pct: 43.8
  fillers: 401
  flops: 0
  seq_area_sq_um: 0
  combGateArea_sq_um: 145
  syn_to_final_growth_pct: 97.5
  nClkBuffers: 0
synthesis:
  topCellsByArea: "fa_1 (49%), buf_4 (33%), inv_1 (9.3%)"
  synthesis.area_sq_um: 203
  yosysWarnings: 0
  most_common_cell: "buf_4"
  yosysChipArea_sq_um: 203
  syn-instance-count: 21
  top_area_share_pct: 49.4
  postSynthAreaPerCell_sq_um: 9.65
  ys_types: 5
  synth_top_cell_by_area: "fa_1"
  ys_seq_share_pct: 0
  yosys-stat-cells: 21
  synthTopCellsByCount: "buf_4 (9), fa_1 (5), inv_1 (5)"
floorplan:
  coreArea_sq_um: 3420
  placementRows: 21
  fp_util_pct: 5.93
  fp.dieH_um: 80
  die-area_sq_um: 6400
  die_x_um: 80
  io_pins: 22
power:
  ir_worst_vdd_mv: 0.0317
  p_per_area_nw_per_um2: 137
  p_sw_share_pct: 30.3
  clkPwrFrac_pct: 0
  internal-power_mw: 0.0381
  power_frac_comb_pct: 100.0
  p_leak_nw: 0.154
  netSwitchingPower_mw: 0.0166
  seq_power_share_pct: 0
timing:
  setup_viol: 1
  fin_crit_sh_pct: 104
  whs_ns: 2.03
  drv_slew: 0
  hold_viol: 0
  setup_ws_ns: -0.146
  fmax_ghz: 0.274
  finalSetupTns_ns: -0.146
  min_period_ns: 3.65
  rsz0062_at_grt: "true"
job:
  tool_warnings: 36
  maxCapViolCount: 0
global_routing:
  grt_start_max_net_pins: 2
  gr-total-overflow: 0
  antenna_found_initial: 0
  grt_pass1_wl_um: 952
  first_global_vias: 199
  track_usage_pct: 1.88
placement:
  gp_congestion: 0.863
  portBuffers: 19
  place_ws_ns: -0.968
min_path:
  hold_depth: 3
  min_path_type: "primary input to primary output"
run_status:
  violations: "negative setup slack"
  status: "complete, but fails checks"
cts:
  ctsHoldBuffers: 0
  cts_setup_buffers: 0
path summary, 6_finish.rpt:
kind | from | end
setup / recovery | a[0] | S[5]
hold / removal | b[0] | S[0]
power groups by stage:
stage | registers (mW) | logic [mW] | clock network (mW)
finish | 0 | 0.0547 | 0
global route | 0 | 0.0630 | 0
CTS | 0 | 0.0538 | 0
critical path, delay by kind of cell:
family / cells / cell delay [ns]
adder cells (fa/ha/maj): 6 / 1.94
buffers and inverters: 4 / 0.30
logic make-up (layout without fill, tap and decap cells):
kind of cell | count (synthesis) | count (layout) | synth area share, %
buf+inv | 14 | 24 | 42.6
fa+ha+maj | 6 | 6 | 55.6
other cells | 1 | 2 | 1.85
routing by layer:
layer / vias to the layer above / global-route usage, %
met5: - / 0
met4: 0 / 0
met3: 0 / 0.341
met2: 18 / 2.41
met1: 61 / 3.22
li1: 69 / -
per-stage QoR:
stage / area, sq um / total power [mW] / instances / util, %
final: 400 / 0.0547 / 78 / 11.7
after global routing: 400 / 0.0630 / 78 / 11.7
after CTS: 398 / 0.0538 / 78 / 11.6
after detailed placement: 394 / 0.0570 / 78 / 11.5
after global placement: 394 / 0.0566 / 78 / 11.5
after floorplan: 214 / 0.0284 / 22 / -
what timing repair did:
action                     4_1_cts  5_1_grt
resized                         27        4
pin swaps                        6        6
setup endpoints to repair        4        2
layout make-up:
class,instances,share of cell area [%]
Inverter,5,4.69
Tap cell,46,14.4
Multi-Input combinational cell,8,36.2
Timing Repair Buffer,19,44.7
cells in the final DEF (no fill, tap or decap), drive strengths merged:
cell type      Yosys  final
conb               1      2
clkdlybuf4s15      0      1
fa                 5      5
buf                9      5
clkbuf             0      1
inv                5      5
ha                 1      1
clkdlybuf4s50      0     12
No activity file was given, so power comes from the tool's default toggle rates.
